$ cat /design/flow/config.mk
export PLATFORM = sky130hd
export DESIGN_NAME = demux1to12
export DESIGN_NICKNAME = demux1to12
export VERILOG_FILES = /design/flow/design.v
export SDC_FILE = /design/flow/constraint.sdc
export NUM_CORES = 4
export LEC_CHECK = 1
export CORE_UTILIZATION = 40
$ cat /design/flow/constraint.sdc
current_design demux1to12

set clk_period 2.1
set clk_io_pct 0.2

create_clock -name clk0 -period $clk_period [get_ports {clk}]

set non_clock_inputs [all_inputs -no_clocks]
set_input_delay [expr $clk_period * $clk_io_pct] -clock clk0 $non_clock_inputs
set_output_delay [expr $clk_period * $clk_io_pct] -clock clk0 [all_outputs]
$ cat /design/flow/design.v
module demux1to12(Data_in,sel, Data_out1, Data_out2, Data_out3, Data_out4, Data_out5, Data_out6,
					Data_out7, Data_out8, Data_out9, Data_out10, Data_out11, Data_out12, clk);
    input [7:0] Data_in;
    input [3:0] sel;
    input clk;
    output [7:0] Data_out1, Data_out2, Data_out3, Data_out4, Data_out5, Data_out6,
					Data_out7, Data_out8, Data_out9, Data_out10, Data_out11, Data_out12;
    reg [7:0] Data_out1, Data_out2, Data_out3, Data_out4, Data_out5, Data_out6,
					Data_out7, Data_out8, Data_out9, Data_out10, Data_out11, Data_out12;
    always @ (posedge clk)
    begin
		if(sel == 4'b0000) Data_out1 = Data_in;
		else if(sel == 4'b0001) Data_out2 = Data_in;
        else if(sel == 4'b0010) Data_out3 = Data_in;
        else if(sel == 4'b0011) Data_out4 = Data_in;
        else if(sel == 4'b0100) Data_out5 = Data_in;
        else if(sel == 4'b0101) Data_out6 = Data_in;
        else if(sel == 4'b0110) Data_out7 = Data_in;
        else if(sel == 4'b0111) Data_out8 = Data_in;
        else if(sel == 4'b1000) Data_out9 = Data_in;
        else if(sel == 4'b1001) Data_out10 = Data_in;
        else if(sel == 4'b1010) Data_out11 = Data_in;
        else if (sel == 4'b1011) Data_out12 = Data_in;        
    end
endmodule
$ cat /design/flow/run.sh
#!/bin/bash
# OpenROAD 26Q1-2900-gdf79404cd8, Yosys 0.63+post, stock flow scripts
make -C /OpenROAD-flow-scripts/flow DESIGN_CONFIG=/design/flow/config.mk WORK_HOME=/design/flow/orfs finish
==> results.sh <==
# physical design summary
export IMPL_status="finished, final reports clean"
export IMPL_core_util_floorplan_pct=42.1
export IMPL_final_core_util_pct=61.5
export IMPL_power_total_mw=3.58
export IMPL_fmax_mhz=616
export IMPL_path_clk_slew_ps=80
export IMPL_hp_class="input pin to flop"
export IMPL_max_slew_margin_pct=54.6
export IMPL_wirelength_mm=6.08
export IMPL_peakVddDrop_mv=0.412
export IMPL_whs_endpoint="Data_out4[0]"
export IMPL_wl_per_cell_um=17.9
export IMPL_finalCriticalPeriod_ps=1620
export IMPL_die_area_sq_um=8160
export IMPL_worstPathRequired_ps=2150
export IMPL_ys_seq_share_pct=92.3
export IMPL_clockBufferDepth=2
export IMPL_antenna_found_initial=0
export IMPL_via_per_inst=4.65
export IMPL_critical_path_arrival_ps=1680
export IMPL_vias=1578
export IMPL_worstPathMaxFanout=11
export IMPL_die_width_um=90.3
export IMPL_fin_crit_sh_pct=77.3
export IMPL_boundaryPins=109
export IMPL_lay_top_count="clkdlybuf4s50_1"
export IMPL_ys_types=8
export IMPL_coreArea_sq_um=7410
export IMPL_io_buffers=108
export IMPL_lay_top_cells="clkdlybuf4s50_1 (108), edfxtp_1 (96), buf_4 (10)"
export IMPL_fin_hold_ws_ps=1080
export IMPL_preCtsSetupSlack_ps=130
export IMPL_p_per_area_nw_per_um2=787
export IMPL_ys_chip_area_sq_um=3120
export IMPL_worst_setup_path_end_kind="flop"
export IMPL_maxCapViolCount=0
export IMPL_grt_max_degree=15
export IMPL_grt_use_total_pct=17.1
export IMPL_ys_cells=112
export IMPL_fin_tns_setup_ps=0
export IMPL_rows=31
export IMPL_post_route_drc_count=0
export IMPL_grt_pass1_vias=1653
export IMPL_setup_ws_ps=477
export IMPL_grt_pass1_wl_mm=9.29
export IMPL_antenna_cells=0
export IMPL_htree_levels=3
export IMPL_rsz0062_at_grt="false"
export IMPL_place_congestion=0.796
export IMPL_synth_warnings=1
export IMPL_critPathLaunchType="input pin"
export IMPL_firstDrtPassIters=4
export IMPL_dpl_hpwl_mm=3.96
export IMPL_cts_made_buffers=9
export IMPL_cts_setup_buffers=0
export IMPL_synth_area_sq_um=3120
export IMPL_fp_dieH_um=90.3
export IMPL_cts_root_buf="clkbuf_8"
export IMPL_drive_above_1_share_pct=11.7
export IMPL_overflow=0
export IMPL_setup_violations=0
export IMPL_finalMaxSlewViolations=0
export IMPL_hold_start="Data_in[0]"
export IMPL_worstSetupPathType="input pin to flop"
export IMPL_p_leak_nw=1.51
export IMPL_cts_resized=0
export IMPL_ys_ff=96
export IMPL_cts_hold_buf=0
export IMPL_hold_viol_final=0
export IMPL_tightest_slew_ps=679
export IMPL_synth_area_per_cell_sq_um=27.9
export IMPL_drt_initial_drc_count=57
export IMPL_syn_to_final_growth_pct=45.9
export IMPL_postRouteAntennaNets=0
export IMPL_cts_sinks=96
export IMPL_warnings=25
export IMPL_cts_tree="done"
export IMPL_whs_path_depth=1
export IMPL_synthCells=112
==> routing by layer <==
layer	up-vias	global-route usage, %	share of wire, %
met5	-	0	0
met3	13	11.1	15
met1	734	23.8	35
met4	0	2.69	2.5
met2	123	25.1	47
li1	708	-	-
==> cell usage after synthesis, drive strengths merged <==
| cell | count | area [sq um] |
|---|---|---|
| nor4 | 1 | 21.3 |
| nor4b | 4 | 86.3 |
| and4bb | 5 | 66.3 |
| and4b | 2 | 20.0 |
| edfxtp | 96 | 2880 |
| buf | 4 | 45.0 |
==> area by class of cell <==
cell class,count,area [sq um]
sequential,96,2880
fill,505,2850
timing repair buffer,118,1160
multi-input combinational,12,194
clock buffer,10,128
tap,99,124
clock inverter,4,71.3
==> logic make-up (layout without fill, tap and decap cells) <==
logic type    Yosys count  after routing  synth area share [%]
flops                  96             96                  92.3
simple gates           12             12                  6.21
buf+inv                 4            132                  1.44
==> flip-flops by register name (all words and copies together), names as in the netlist <==
signal / flops
Data_out12: 8
Data_out1: 8
Data_out2: 8
Data_out6: 8
Data_out7: 8
Data_out11: 8
Data_out3: 8
Data_out10: 8
Data_out8: 8
Data_out4: 8
Data_out9: 8
Data_out5: 8
==> through the flow <==
stage                     cell area (sq um)  instances
after CTS                              4560        339
final                                  4560        339
after global placement                 4360        325
after floorplan                        3120        112
after detailed placement               4360        325
after global routing                   4560        339
==> worst max-delay path by stage <==
stage	start	endpoint	slack [ps]
after CTS	Data_out3[0]	Data_out3[0]	490
after global routing	sel[0]	Data_out5[5]	400
final	sel[0]	Data_out1[1]	480
==> power by group <==
part | total [mW] | switching [mW] | leakage [nW] | internal [mW]
sequential | 2.19 | 0.0158 | 0.872 | 2.17
combinational | 0.204 | 0.0802 | 0.544 | 0.124
clock | 1.19 | 0.540 | 0.0959 | 0.654
==> worst max-delay path: stages <==
cell             delay, ps
clkdlybuf4s50_1        580
buf_4                  240
nor4_4                 230
buf_4                  200
Power is estimated from default activity; no workload was simulated.
