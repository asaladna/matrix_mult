==> design/flow/design.v <==
module reg160bitV (Dout1, Dout2, Dout3, Dout4, Dout5, Dout6, Dout7, Dout8, Dout9, Dout10,
				Din1, Din2, Din3, Din4, Din5, Din6, Din7, Din8, Din9, Din10, ld, reset, CLK);
	input reset, ld;
	input CLK;
	input [15:0] Din1, Din2, Din3, Din4, Din5, Din6, Din7, Din8, Din9, Din10;
	output [15:0] Dout1, Dout2, Dout3, Dout4, Dout5, Dout6, Dout7, Dout8, Dout9, Dout10;
	reg [15:0] Dout1, Dout2, Dout3, Dout4, Dout5, Dout6, Dout7, Dout8, Dout9, Dout10;
	always @ (posedge CLK )
		begin
			 if (ld ==1'b1)
				begin
					Dout1 <= Din1;
					Dout2 <= Din2;
					Dout3 <= Din3;
					Dout4 <= Din4;
					Dout5 <= Din5;
					Dout6 <= Din6;
					Dout7 <= Din7;
					Dout8 <= Din8;
					Dout9 <= Din9;
					Dout10 <= Din10;
				end
			else
				begin
					Dout1 <= Dout1;
					Dout2 <= Dout2;
					Dout3 <= Dout3;
					Dout4 <= Dout4;
					Dout5 <= Dout5;
					Dout6 <= Dout6;
					Dout7 <= Dout7;
					Dout8 <= Dout8;
					Dout9 <= Dout9;
					Dout10 <= Dout10;
				end
		end
endmodule
==> design/flow/run.sh <==
#!/bin/bash
# OpenROAD 26Q1-2900-gdf79404cd8, Yosys 0.63+post, stock flow scripts
make -C /OpenROAD-flow-scripts/flow DESIGN_CONFIG=/design/flow/config.mk WORK_HOME=/design/flow/orfs finish
==> design/flow/config.mk <==
export PLATFORM = sky130hd
export DESIGN_NAME = reg160bitV
export DESIGN_NICKNAME = reg160bitV
export VERILOG_FILES = /design/flow/design.v
export SDC_FILE = /design/flow/constraint.sdc
export NUM_CORES = 4
export LEC_CHECK = 1
export CORE_AREA = 10 10 200 200
export DIE_AREA = 0 0 210 210
==> design/flow/constraint.sdc <==
current_design reg160bitV

set clk_period 1.0
set clk_io_pct 0.2

create_clock -name clk0 -period $clk_period [get_ports {CLK}]

set non_clock_inputs [all_inputs -no_clocks]
set_input_delay [expr $clk_period * $clk_io_pct] -clock clk0 $non_clock_inputs
set_output_delay [expr $clk_period * $clk_io_pct] -clock clk0 [all_outputs]
==> qor.csv <==
metric,value,unit
p_int,12200,uW
crit_path_max_incr_delay,0.44,ns
gp_congestion,0.805,
outcome,finished with violations,
cp.required,0.80,ns
clock_sinks,160,
crit_buf_inv,1,
antenna_found_initial,6,
io_pins,323,
ys_warn_count,1,
period_used_share,125,%
drv_slew,0,
path_max_fanout,1,
netSwitchingFraction,22.8,%
pwr-share-comb,8.3,%
fillers,3736,
end_kind,output port,
peakVddDrop,0.00195,V
nMultiInputCombCells,0,
edf_count,160,
cts.reportedPaths.clkPinSlew,0.07,ns
cts_setup_buffers,0,
slew-limit-headroom,82.5,%
tritoncts,yes,
port_buffers,321,
crit_type,reg2out,
grt_max_degree,40,
crit_slowest_cell,edfxtp_1,
area_growth,76.3,%
violations,negative setup slack,
hold_path_class,in2reg,
grtUsageTotal,7.85,%
clk_root_buffer_cell,clkbuf_16,
cts_hold_buffers,0,
drtIter0Drc,116,
grt_setup_unrepaired,yes,
htreeDepth,4,
wl_per_cell,17.8,um
logic_area,0,um^2
postRouteAntennaNets,0,
ys_chip_area,4800,um^2
fin_util,23.8,%
drt_first_pass_iters,4,
crit_family,flip-flops,
synth.cell_area,4800,um^2
row_count,69,
cts_buffers,17,
critPathLaunchType,flop,
worstMarginPinSlew,0.262,ns
yosys_cells,160,
via_per_inst,3.01,
hp-start,ld,
stdcell_count,982,
ys_ff,160,
largest_area_cell,edfxtp_1,
pwr-share-clk,40.5,%
ff_type,edfxtp_1,
finalWorstSetupSlack,-0.246,ns
drive_above_1_share,38.1,%
warnings,28,
fmax,803,MHz
synthCells,160,
placed_cells_incl_taps,949,
synth_top_area_share,100,%
initCoreUtil,13.5,%
cts_resized,560,
flop_area,4800,um^2
grt_pass1_vias,3312,
drc_errors,0,
place.detailed.hpwl,14200,um
power_frac_seq,51.2,%
grt_pass1_wl,24300,um
critPathLaunch,Dout9[9],
synth.most_common_cell,edfxtp_1,
synthDistinctLibCells,1,
die_x,210,um
cp.arrival,1.05,ns
p_leak,0.00315,uW
topCellsByArea,edfxtp_1,
finalSetupViolations,160,
power.density,1860,nW/um^2
die_y,210,um
gr-total-overflow,0,
ys_async_sr_fraction,0,%
routed_wl,17500,um
chipArea,44100,um^2
avgSynthCellArea,30.0,um^2
switchingPower,3600,uW
ys_seq_share,100,%
num_vias,2954,
synth.top_cells.by_count,edfxtp_1,
hold_ws,0.253,ns
finalHoldViolCount,0,
finalCriticalPeriod,1.25,ns
core_area,35600,um^2
max_cap_viol_count,0,
clk_path_buf_depth,2,
worstPathCellList,buf_6,
-- flip-flops by register name (all words and copies together) (netlist names) --
register and count:
Dout5 16, Dout10 16, Dout4 16, Dout1 16, Dout6 16, Dout2 16, Dout9 16, Dout8 16
Dout7 16, Dout3 16
-- routing by layer --
metal	global-route usage, %	wire length (um)
met1	7.73	5600
met2	12.8	8600
met3	6.51	2970
met4	0.943	226
met5	0	60
-- cells by family (layout without fill, tap and decap cells) --
group        after synthesis  count (layout)  share of synthesized area (%)
buf+inv                    0             360                              0
flops                    160             160                            100
other cells                0               1                              0
-- path summary, 6_finish.rpt --
path / end / slack, ns / depth (start not counted)
hold / removal: Dout10[14] / 0.25 / 2
setup / recovery: Dout9[9] / -0.25 / 1
-- stage by stage --
stage | power [uW] | setup TNS, ns | instance area (um^2) | setup slack [ns]
6_report | 15800 | -19.46 | 8470 | -0.246
5_1_grt | 16400 | -29.15 | 8470 | -0.311
4_1_cts | 16100 | -26.30 | 8470 | -0.317
3_5_place_dp | 10100 | -0.996 | 8690 | -0.298
3_3_place_gp | 10100 | -1.15 | 8690 | -0.289
2_1_floorplan | 8110 | 0 | 4800 | 0.501
-- placed cells by master (no fill, tap or decap) --
cell,Yosys,routed
edfxtp_1,160,160
buf_6,0,3
clkbuf_16,0,17
clkinv_1,0,1
clkinv_8,0,2
buf_12,0,3
clkinvlp_4,0,2
clkbuf_1,0,1
buf_4,0,4
clkdlybuf4s50_1,0,160
diode_2,0,1
buf_2,0,158
inv_8,0,5
clkinv_4,0,2
inv_6,0,2
-- power by group through the flow --
stage                 Combinational, uW  Sequential, uW  Clock [uW]
final                              1310            8070        6390
after CTS                          1370            8080        6650
after global routing               1430            8130        6880
-- layout make-up --
class	instances	area share (%)
clock inverters	14	1.68
well taps	461	6.81
diodes	1	0.0295
flip-flops and latches	160	56.7
clock buffers	18	5.07
repair buffers	328	29.7
No activity file was given, so power comes from the tool's default toggle rates.
