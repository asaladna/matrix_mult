==> flow/config.mk <==
export PLATFORM = sky130hd
export DESIGN_NAME = reg96bitV
export DESIGN_NICKNAME = reg96bitV
export VERILOG_FILES = /design/flow/design.v
export SDC_FILE = /design/flow/constraint.sdc
export NUM_CORES = 4
export LEC_CHECK = 1
export CORE_UTILIZATION = 50
==> flow/constraint.sdc <==
current_design reg96bitV

set clk_period 1.0
set clk_io_pct 0.2

create_clock -name clk0 -period $clk_period [get_ports {CLK}]

set non_clock_inputs [all_inputs -no_clocks]
set_input_delay [expr $clk_period * $clk_io_pct] -clock clk0 $non_clock_inputs
set_output_delay [expr $clk_period * $clk_io_pct] -clock clk0 [all_outputs]
==> flow/design.v <==
module reg96bitV (ld, reset, CLK, Dout1, Dout2, Dout3, Dout4, Dout5, Dout6, Dout7, Dout8, Dout9, Dout10, Dout11, Dout12,
				Din1, Din2, Din3, Din4, Din5, Din6, Din7, Din8, Din9, Din10, Din11, Din12);
	input reset, ld;
	input CLK;
	input [7:0] Din1, Din2, Din3, Din4, Din5, Din6, Din7, Din8, Din9, Din10, Din11, Din12;
	output [7:0] Dout1, Dout2, Dout3, Dout4, Dout5, Dout6, Dout7, Dout8, Dout9, Dout10, Dout11, Dout12;
	reg [7:0] Dout1, Dout2, Dout3, Dout4, Dout5, Dout6, Dout7, Dout8, Dout9, Dout10, Dout11, Dout12;
	always @ (negedge CLK )
		begin
			 if (ld ==1'b1)
				begin
					Dout1 <= Din1;
					Dout2 <= Din2;
					Dout3 <= Din3;
					Dout4 <= Din4;
					Dout5 <= Din5;
					Dout6 <= Din6;
					Dout7 <= Din7;
					Dout8 <= Din8;
					Dout9 <= Din9;
					Dout10 <= Din10;
					Dout11 <= Din11;
					Dout12 <= Din12;
				end
			else
				begin
					Dout1 <= Dout1;
					Dout2 <= Dout2;
					Dout3 <= Dout3;
					Dout4 <= Dout4;
					Dout5 <= Dout5;
					Dout6 <= Dout6;
					Dout7 <= Dout7;
					Dout8 <= Dout8;
					Dout9 <= Dout9;
					Dout10 <= Dout10;
					Dout11 <= Dout11;
					Dout12 <= Dout12;
				end
		end
endmodule
==> flow/run.sh <==
#!/bin/bash
# OpenROAD 26Q1-2900-gdf79404cd8, Yosys 0.63+post, stock flow scripts
make -C /OpenROAD-flow-scripts/flow DESIGN_CONFIG=/design/flow/config.mk WORK_HOME=/design/flow/orfs finish
==> Changelog: implementation <==
### Physical design

- Starting Density: 52.1%
- Area of the synthesized netlist per yosys stat: 0.00289 sq mm
- Count of instantiated cells in the yosys netlist: 97
- Error message: [ERROR DPL-0036] Detailed placement failed.
- Status: stopped before the end
- Final weighted congestion in routability-driven placement: 0.793
- Count of port buffers added during placement: 193
- Post-synth design cell area: 0.00289 sq mm
- Biggest area contributors in the synthesized netlist: sky130_fd_sc_hd__edfxtp_1 (100%), sky130_fd_sc_hd__inv_1 (0.13%)
- Vertical extent of the die: 78.0 um
- Seq share, synth: 99.9%
- Count of distinct cell types in the synthesized netlist: 2
- Core Rows: 27
- Boundary pin count: 195
- Number of cells produced by synthesis: 97
- Post-Synthesis Mean Instance Area: 29.8 sq um
- Chip Width: 78.0 um
- Biggest area consumer among synthesized cells: sky130_fd_sc_hd__edfxtp_1
- Number of synthesized register bits: 96
- Failed at: 3_5_place_dp
- Fraction of post-synthesis cell area in the top cell type by area: 99.9%
- Synth Warn #: 1
## synth_stat cells (all sizes together)
cell	instances
inv	1
edfxtp	96
## metrics by stage
stage,power (mW),setup WS [ns],cells,hold slack [ns],cell area (sq um)
2_1_floorplan,5.44,0.00132,97,0.799,2890
3_3_place_gp,6.51,-0.500,366,1.03,4990
## logic make-up after synthesis
family                 share of synthesized area, %
buffers and inverters                         0.130
flip-flops                                     99.9
Power is estimated from default activity; no workload was simulated.
